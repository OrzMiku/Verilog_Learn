File: ./design.v
module fsm_debounce (
    input clk,
    input rst_n,
    input btn_in,
    output reg btn_out
);
localparam N = 20;  
localparam [2:0] zero = 3'b000;  
localparam [2:0] zero1 = 3'b001;  
localparam [2:0] zero2 = 3'b010;  
localparam [2:0] zero3 = 3'b011;  
localparam [2:0] one = 3'b100;  
localparam [2:0] one1 = 3'b101;  
localparam [2:0] one2 = 3'b110;  
localparam [2:0] one3 = 3'b111;  
reg [2:0] current_state, next_state;
reg [N:0] cnt;
wire tick;
always @(posedge clk or negedge rst_n) begin
    if(!rst_n) cnt <= 0;
    else if(cnt == CNT_MAX-1) cnt <= 0;
    else cnt <= cnt + 1;
end
assign tick = (cnt == 0) ? 1 : 0;
always @(posedge clk or negedge rst_n) begin
    if(!rst_n) current_state <= zero;
    else current_state <= next_state;
end
always @* begin
    next_state = current_state;
    case(current_state)
        zero: 
            if(btn_in) next_state = zero1;
        zero1:
            if(!btn_in) next_state = zero;
            else if(tick) next_state = zero2;
        zero2:
            if(!btn_in) next_state = zero;
            else if(tick) next_state = zero3;
        zero3:
            if(!btn_in) next_state = zero;
            else if(tick) next_state = one;
        one:
            if(!btn_in) next_state = one1;
        one1:
            if(btn_in) next_state = one;
            else if(tick) next_state = one2;
        one2:
            if(btn_in) next_state = one;
            else if(tick) next_state = one3;
        one3:
            if(btn_in) next_state = one;
            else if(tick) next_state = zero;
    endcase
end
always @* begin
    btn_out = 1'b0;
    case(current_state)
        one, one1, one2: btn_out = 1'b1;
        one3:
            if({btn_in, tick} != 2'b01) btn_out = 1'b1;
        zero3:
            if(btn_in & tick) btn_out = 1'b1;
    endcase
end
endmodule
File: ./run.sh
#!/bin/bash
# OpenROAD 26Q1-2900-gdf79404cd8, Yosys 0.63+post, stock flow scripts
make -C /OpenROAD-flow-scripts/flow DESIGN_CONFIG=/design/flow/config.mk WORK_HOME=/design/flow/orfs finish
File: ./config.mk
export PLATFORM = sky130hd
export DESIGN_NAME = fsm_debounce
export DESIGN_NICKNAME = fsm_debounce
export VERILOG_FILES = /design/flow/design.v
export SDC_FILE = /design/flow/constraint.sdc
export NUM_CORES = 4
export LEC_CHECK = 1
export CORE_AREA = 10 10 105 105
export DIE_AREA = 0 0 115 115
File: ./constraint.sdc
current_design fsm_debounce

set clk_period 2.8
set clk_io_pct 0.2

create_clock -name clk0 -period $clk_period [get_ports {clk}]

set non_clock_inputs [all_inputs -no_clocks]
set_input_delay [expr $clk_period * $clk_io_pct] -clock clk0 $non_clock_inputs
set_output_delay [expr $clk_period * $clk_io_pct] -clock clk0 [all_outputs]
==> impl_metrics.tcl <==
# collected from the flow reports
set metrics [dict create \
    status "finished clean" \
    timing.critical_path.cells "nor4_1 -> nand2_1 -> nor2_4 -> a21boi_2 -> dlymetal6s2s_1" \
    preCtsSetupSlack_ns 0.310 \
    topCellsByArea "dfrtp_1 (51%), xnor2_1 (9.0%), nand3_1 (3.7%)" \
    lay_top_cells "dfrtp_1 (28), xnor2_1 (14), nand3_1 (10), nand2_1 (10)" \
    clk_latency_ns 0.27 \
    die_area_mm2 0.0132 \
    fp_util 0.156 \
    clk_pin_slew_ns 0.06 \
    cts_tree "yes" \
    warning_count 26 \
    met2_usage 0.0556 \
    antenna_left 0 \
    path_max_fanout 7 \
    via_per_inst 3.60 \
    final_cell_count_no_fill 236 \
    grt_max_degree 30 \
    grt_pass1_wl_um 4080 \
    cts_max_level 2 \
    reg2regPathDepth 4 \
    drcViolationCount 0 \
    io_pins 4 \
    drive_gt1_frac 0.188 \
    hp-class "reg2reg" \
    path_class "reg2out" \
    area_delta_synth_final_pct 21.6 \
    drtIter0Drc 54 \
    track_usage 0.0366 \
    avgSynthCellArea_um2 11.9 \
    dp_cells 226 \
    seq_area_um2 727 \
    gp_congestion 0.741 \
    hold-path-cell-count 1 \
    fmax_mhz 428 \
    coreArea_mm2 0.00876 \
    grt_pass1_vias 896 \
    path_buffers 1 \
    place_hpwl_um 1630 \
    die_w_um 115 \
    wl_um 2260 \
    ir_drop_mv 0.135 \
    worst_path_max_delay_cell "dfrtp_1" \
    powerDensity_mw_per_mm2 489 \
    grt_overflow_total 0 \
    synthDistinctLibCells 29 \
    worstPathArrival_ns 1.78 \
    crit_required_ns 2.24 \
    path_depth 5 \
    grt_setup_unrepaired "false" \
    synth_seq_share 0.533 \
    fin_crit_ns 2.34 \
    antennaDiodeCount 0 \
    yosysCellCount 115 \
    period_used_share 0.835 \
    cts_buffers 5 \
    ys_ff 29 \
    placementRows 34 \
    cts_sinks 29 \
    path_delay_family "simple AND/OR/NAND/NOR gates" \
    logic_area_um2 628 \
    wl_per_cell_um 9.59 \
    busiest_layer "met2" \
    finalHoldViolCount 0 \
    top_area_cell "dfrtp_1" \
    slowest_delay_ns 0.43 \
    max-slew-margin-rel 0.737 \
    grt_antenna_before_repair 0 \
    syn_area_mm2 0.00136 \
    drv_cap 0 \
    yosys_area_mm2 0.00136 \
    routed-via-count 850 \
    power.leakage_nw 0.713 \
    crit_path_end_kind "output port" \
    netlist.area_leader.share 0.514 \
    tns_ns 0 \
    reg2reg_slack_ns 1.24 \
    ctsLongestPathBuffers 2 \
    synthCells 115 \
    startpoint_type "flop" \
    setup_violations 0 \
    dr.pass1.iters 4 \
    die_h_um 115 \
    fill_cells 961 \
    root_buffer "clkbuf_8" \
    finalMaxSlewViolations 0 \
    max_slew.worst_pin.slew_ns 0.390 \
    io_buffers 3 \
    yosysWarnings 3 \
    cts_hold_buf 0 \
    setup_ws_ns 0.462 \
    met1_usage 0.0495 \
    fin_skew_ns 0.00301 \
    layout_top_cell "dfrtp_1" \
    use_met3 0.0158 \
]
## metal layers
layer / share of wire / wire (um)
met5: 0 / 0
met3: 0.045 / 102
met4: 0 / 0
met2: 0.46 / 1050
met1: 0.49 / 1110
## stage by stage
step	utilization	power, mW	hold slack [ns]	cell area [um^2]
after floorplan	-	0.453	0.264	1360
after CTS	0.185	0.824	0.470	1620
final	0.189	0.810	0.476	1660
after detailed placement	0.174	0.476	0.463	1530
after global routing	0.189	0.854	0.496	1660
after global placement	0.174	0.476	0.446	1530
## final timing paths
path,from,to
setup / recovery,cnt[14],btn_out
hold / removal,cnt[20],cnt[20]
setup reg to reg,cnt[14],current_state[6]
hold reg to reg,cnt[20],cnt[20]
max in group asynchronous,rst_n,current_state[0]
min in group asynchronous,rst_n,cnt[0]
## layout make-up
type | count | area share
flip-flops and latches | 29 | 0.438
well taps | 108 | 0.0815
inverters | 4 | 0.00906
clock buffers | 8 | 0.0543
multi-input cells | 80 | 0.379
repair buffers | 7 | 0.0377
## where the power goes
group | leakage [nW] | switching, mW | internal (mW)
Combinational | 0.277 | 0.0189 | 0.0175
Clock | 0.0455 | 0.143 | 0.200
Sequential | 0.391 | 0.00427 | 0.427
## sequential cells by signal (all words and copies together), names as in the netlist
signal	count
cnt	21
current_state	8
## cell families (layout without fill, tap and decap cells)
family / Yosys count / after routing / share of synthesized area
and+or+nand+nor: 49 / 49 / 0.247
DFF: 29 / 29 / 0.533
xor gates and xnor gates: 19 / 19 / 0.122
AOI/OAI and AO/OA: 7 / 7 / 0.0358
buffers and inverters: 6 / 19 / 0.0220
muxes: 3 / 3 / 0.0220
adders and majority gates: 2 / 2 / 0.0183
## synthesized netlist by cell type (all sizes together)
master,instances
a21boi,1
and2,2
and3,4
and4,1
buf,1
clkbuf,1
dfrtp,28
dfstp,1
ha,2
inv,4
mux2i,3
nand2,10
nand2b,2
nand3,11
nand4,4
nor2,4
nor2b,1
nor4,8
nor4b,2
o21ai,3
o22ai,1
o2bb2ai,1
o31ai,1
xnor2,14
xor2,5
## timing repair
item	CTS	global route
setup endpoints to repair	1	1
setup buffers	0	2
endpoints found under the hold margin	0	0
gates resized	1	6
pin swaps	0	1
No activity file was given, so power comes from the tool's default toggle rates.
