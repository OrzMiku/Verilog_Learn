## design/flow/run.sh

```bash
#!/bin/bash
# OpenROAD 26Q1-2900-gdf79404cd8, Yosys 0.63+post, stock flow scripts
make -C /OpenROAD-flow-scripts/flow DESIGN_CONFIG=/design/flow/config.mk WORK_HOME=/design/flow/orfs finish
```

## design/flow/config.mk

```make
export PLATFORM = sky130hd
export DESIGN_NAME = comp
export DESIGN_NICKNAME = comp
export VERILOG_FILES = /design/flow/design.v
export SDC_FILE = /design/flow/constraint.sdc
export NUM_CORES = 4
export LEC_CHECK = 1
export CORE_AREA = 10 10 70 70
export DIE_AREA = 0 0 80 80
```

## design/flow/constraint.sdc

```tcl
current_design comp

set clk_period 1.5
set clk_io_pct 0.2

create_clock -name clk0 -period $clk_period

set non_clock_inputs [all_inputs -no_clocks]
set_input_delay [expr $clk_period * $clk_io_pct] -clock clk0 $non_clock_inputs
set_output_delay [expr $clk_period * $clk_io_pct] -clock clk0 [all_outputs]
```

## design/flow/design.v

```verilog
module comp #(parameter N = 8) (
    input [N-1: 0] in0,
    input [N-1: 0] in1,
    output reg gt, eq, lt
);
    always @* begin
        gt = 1'b0;
        eq = 1'b0;
        lt = 1'b0;
        if(in0 > in1) gt = 1'b1;
        else if(in0 == in1) eq = 1'b1;
        else lt = 1'b1;
    end
endmodule
```

==> out/results.tsv <==
metric	value	unit
p_per_area	250	nW/um2
dp_hpwl	726	um
core	3420	um2
final_cells	99	
gp_congestion	0.695	
grt_pass1_wl	1410	um
fin_ws	-0.0999	ns
netlist_area	216	um2
track_usage	0.0266	
power.internal	86.7	uW
drive_gt1_frac	0.830	
final_antenna_net_count	0	
chipArea	6400	um2
logic_area	300	um2
worstPathCellList	buf_6, inv_2, ha_4, nor2b_4, o211ai_2, a21oi_2, o22a_1, buf_2	
path_delay_family	AND-OR/OR-AND gates	
worst-path-stages	8	
numPlacedInstances	95	
yosysChipArea	216	um2
nClkBuffers	0	
power.share.clock	0	
num_antenna_cells	0	
critPathSlowestCell	ha_4	
final_max_slew_viol_count	0	
setup-violations-final	2	
violations	negative setup slack	
holdWs	1.10	ns
power_frac_seq	0	
overflow	0	
pre_cts_slack	-0.885	ns
critPathKind	input port to output pin	
cpPeakStageDelay	0.20	ns
syn_area_per_cell	7.22	um2
arrival	1.30	ns
grt_pass1_vias	302	
fin_area	572	um2
cp_data_required_time	1.20	ns
cp-end-kind	output pin	
post_drt_wl_per_cell	8.83	um
p_sw_frac	0.395	
openroad.warnings	34	
critPathCapture	gt	
chipWidth	80	um
leakage	0.237	nW
vias	281	
drt_iter0_drc	5	
ff_count	0	
rsz0062_at_grt	yes	
grt_max_degree	4	
yosysWarnings	1	
max_freq	625	MHz
p_switching	56.5	uW
place_area	464	um2
finalHoldViolCount	0	
cp-startpoint	in1[1]	
status	finished with violations	
regArea	0	um2
worstPathMaxFanout	2	
fp_util	0.0634	
max_cap_viol_count	0	
slew_headroom	0.858	
vias_per_cell	2.84	
crit_path_start_kind	input port	
port_buffers	19	
firstDrtPassIters	4	
p_comb_frac	1.000	
fill_cells	394	
crit_buf_inv	3	
pin_count	19	
min_period	1.60	ns
drt-total-wl	874	um
antenna_found_initial	0	
finalCritPeriodShare	1.07	
ys_types	12	
min_path_type	input port to output pin	
area_delta_synth_final	164	%
die_h	80	um
max_slew.worst_pin.slew	0.212	ns
ir_drop	0.103	mV
synthCells	30	
cts_hold_buffers	0	
yosys.stat.seqShare	0	
yosysCellCount	30	
drc	0	
rows	21	
-- area by class of cell --
class / instances / share of cell area
inverters: 8 / 0.0569
multi-input cells: 22 / 0.525
well taps: 46 / 0.101
repair buffers: 23 / 0.317
-- synth_stat cells --
| cell | instances | share of area |
|---|---|---|
| ha_1 | 8 | 0.46 |
| a21oi_2 | 1 | 0.040 |
| nand2_1 | 1 | 0.017 |
| o211ai_2 | 1 | 0.058 |
| nor2_1 | 2 | 0.035 |
| nand4_1 | 2 | 0.058 |
| a21oi_1 | 3 | 0.069 |
| o22a_1 | 1 | 0.040 |
| nor2b_1 | 1 | 0.029 |
| inv_1 | 8 | 0.14 |
| o21ai_0 | 1 | 0.023 |
| a31oi_1 | 1 | 0.029 |
-- cell families (layout without fill, tap and decap cells) --
group | after synthesis | count (layout) | share of synthesized area
adders and majority gates | 8 | 8 | 0.462
buffers and inverters | 8 | 31 | 0.139
AOI/OAI and AO/OA | 8 | 8 | 0.260
and+or+nand+nor | 6 | 6 | 0.139
-- routing by layer --
layer	share of wire	track usage	vias to the layer above	routed length, um
li1	-	-	153	-
met1	0.56	0.0415	114	488
met2	0.35	0.0353	14	304
met3	0.093	0.00909	0	81
met4	0	0	0	0
met5	0	0	-	0
-- layout by cell type, fill, tap and decap left out, drive strengths merged --
cell / Yosys / routed
nand2: 1 / 1
buf: 0 / 18
o21ai: 1 / 1
clkbuf: 0 / 5
o211ai: 1 / 1
nor2: 2 / 2
inv: 8 / 8
o22a: 1 / 1
ha: 8 / 8
a21oi: 4 / 4
a31oi: 1 / 1
nor2b: 1 / 1
nand4: 2 / 2
-- power by group through the flow --
stage	Sequential (mW)	Combinational, mW	Clock [mW]
after CTS	0	0.145	0
after global routing	0	0.163	0
final	0	0.143	0
-- timing repair --
action | 4_1_cts | 5_1_grt
hold endpoints to repair | 0 | 0
setup endpoints to repair | 3 | 3
pin swaps | 12 | 4
cloned | 0 | 0
buffers inserted | 3 | 1
resized | 90 | 7
-- worst min path at each step --
| stage | start | end | slack, ns | cells past startpoint |
|---|---|---|---|---|
| after CTS | in0[7] | lt | 1.10 | 6 |
| after global routing | in0[7] | lt | 1.19 | 6 |
| final | in0[7] | lt | 1.10 | 6 |
-- per-stage QoR --
step           TNS, ns   util  total power, mW
2_1_floorplan        0      -           0.0450
6_report        -0.193  0.167            0.143
4_1_cts         -0.199  0.174            0.145
5_1_grt         -0.471  0.167            0.163
3_3_place_gp     -2.54  0.136            0.111
3_5_place_dp     -2.51  0.136            0.111
Power and IR drop assume default switching activity.
