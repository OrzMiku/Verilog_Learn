==> ./design.v <==
module sseg4_display (
    input clk,
    input rst_n,
    input [3:0] in0,
    input [3:0] in1,
    input [3:0] in2,
    input [3:0] in3,
    output reg dp0,
    output reg dp1,
    output reg dp2,
    output reg dp3,
    output reg [3:0] an,
    output reg [6:0] sseg
);
reg [17:0] cnt;  
reg [3:0] hex_in;  
reg dp;  
always @(posedge clk or negedge rst_n) begin
    if(!rst_n) cnt <= 18'b0;
    else cnt <= cnt + 18'b1;
end
always @(posedge clk or negedge rst_n) begin
    if(!rst_n) begin
        hex_in <= 4'b0000;
        dp <= 1'b0;
        an <= 4'b1111;
    end
    else begin
        case(cnt[17:16])
            2'b00: begin
                hex_in <= in0;
                dp <= dp0;
                an <= 4'b1110;
            end
            2'b01: begin
                hex_in <= in1;
                dp <= dp1;
                an <= 4'b1101;
            end
            2'b10: begin
                hex_in <= in2;
                dp <= dp2;
                an <= 4'b1011;
            end
            2'b11: begin
                hex_in <= in3;
                dp <= dp3;
                an <= 4'b0111;
            end
            default: begin
                hex_in <= 4'b0000;
                dp <= 1'b0;
                an <= 4'b1111;
            end
        endcase
    end
end
always @* begin
    case(hex_in)
        4'b0000: sseg = 7'b100_0000;  
        4'b0001: sseg = 7'b111_1001;  
        4'b0010: sseg = 7'b010_0100;  
        4'b0011: sseg = 7'b011_0000;  
        4'b0100: sseg = 7'b001_1001;  
        4'b0101: sseg = 7'b001_0010;  
        4'b0110: sseg = 7'b000_0010;  
        4'b0111: sseg = 7'b111_1000;  
        4'b1000: sseg = 7'b000_0000;  
        4'b1001: sseg = 7'b001_0000;  
        4'b1010: sseg = 7'b000_1000;  
        4'b1011: sseg = 7'b000_0011;  
        4'b1100: sseg = 7'b100_0110;  
        4'b1101: sseg = 7'b010_0001;  
        4'b1110: sseg = 7'b000_0110;  
        4'b1111: sseg = 7'b000_1110;  
        default: sseg = 7'b111_1111;  
    endcase
end
endmodule
==> ./run.sh <==
#!/bin/bash
# OpenROAD 26Q1-2900-gdf79404cd8, Yosys 0.63+post, stock flow scripts
make -C /OpenROAD-flow-scripts/flow DESIGN_CONFIG=/design/flow/config.mk WORK_HOME=/design/flow/orfs finish
==> ./config.mk <==
export PLATFORM = sky130hd
export DESIGN_NAME = sseg4_display
export DESIGN_NICKNAME = sseg4_display
export VERILOG_FILES = /design/flow/design.v
export SDC_FILE = /design/flow/constraint.sdc
export NUM_CORES = 4
export LEC_CHECK = 1
export CORE_AREA = 10 10 103 103
export DIE_AREA = 0 0 113 113
==> ./constraint.sdc <==
current_design sseg4_display

set clk_period 4.3
set clk_io_pct 0.2

create_clock -name clk0 -period $clk_period [get_ports {clk}]

set non_clock_inputs [all_inputs -no_clocks]
set_input_delay [expr $clk_period * $clk_io_pct] -clock clk0 $non_clock_inputs
set_output_delay [expr $clk_period * $clk_io_pct] -clock clk0 [all_outputs]
==> deck_impl_summary.md <==
Key Metrics from the Run

Drt
  • DR iter-0 viols: 30
  • Vias per inst: 3.43
  • 1st-pass router iterations: 4
  • Post-route DRC: 0
  • Antenna Cells: 0
  • Post-DRT Antenna Nets: 0
  • Final wirelength: 2650 um
  • Vias: 855
  • WL/cell: approximately 11 um

Clock network
  • TritonCTS clock tree: done
  • CTS Buf Count: 3
  • # resized after CTS: 0
  • Clk sinks: 26
  • CTS clk-pin slew, worst paths: ~0.090 ns
  • Root Buffer: clkbuf_8
  • Clock latency (worst-skew pair): roughly 0.27 ns
  • CTS H-tree depth: 1
  • Hold_buf cts: 0
  • Post-CTS Setup Bufs: 0
  • Max Root-Sink Buffers: 2

Synthesis
  • Post-synth seq share: 47.5%
  • Ys cells: 116
  • Post-synth EDFFs: 0
  • Syn avg cell area: 11.9 um^2
  • Synth warnings: 5
  • Async SR Flop Fraction: 100%
  • Yosys Chip Area: 0.00138 mm^2
  • Primary FF master, synth: dfrtp_1
  • Mapped Area: 0.00138 mm^2
  • Netlist cell types: 30
  • Mapped Cells: 116
  • Yosys reg bits: 26

Power and ir drop
  • Clock network power share: 39.8%
  • Comb pwr share: a little over 10%
  • Sw Share: 19.0%
  • Sequential share of power: 50.1%
  • Int Power: about 0.4 mW
  • Power per cell area: 274 mW/mm^2
  • Overall Power: 0.501 mW
  • Max VDD drop: between 0.1 and 0.15 mV
  • Sw Pwr: around 0.095 mW
  • Leak Pwr: 0.827 nW

Global routing
  • Gr usage total: 4.15%
  • Largest net degree at the start of global routing: 27
  • Gr ovfl total: 0
  • First-pass GRT wire length: 4360 um
  • Vias in the first global route: between 800 and 900
  • Initial antenna violation count: 0

STA
  • Fin. Hold Viols: 0
  • Post-layout period usage: around 70%
  • Final setup fails: 0
  • Minimum clock period: approximately 3 ns
  • RSZ-0062 raised after global routing: false
  • Setup_tns: 0 ns
  • Max Slew Vio Count: 0
  • Fmax: around 330 MHz
  • Final clock skew: 0.00725 ns

Setup path
  • Buf/Inv on CP: 2
  • CP max FO: 6
  • Critical Path AT: 2.15 ns
  • Worst Setup Start Kind: flop
  • Worst setup EP type: primary output
  • Critical-path top delay cell: clkdlybuf4s50_1
  • Critical Path RT: around 3.4 ns
  • Setup CP Type: reg -> out
  • Crit-path cells: inv_1 -> ha_1 -> nor2b_1 -> or3b_2 -> o21ai_0 -> clkdlybuf4s50_1
  • CP max stage delay: 0.48 ns
  • Crit path max-delay family: buffers and inverters

Floorplanning
  • Row count: 33
  • Die Ht: 113 um
  • Die X: 113 um
  • Full die area: ~0.013 mm^2
  • FP Util: about 17%
  • I/O pin cnt: 33
  • CORE AREA: 0.00830 mm^2

Finish
  • Layout area overhead: 32.6%
  • Post-layout util: 22.1%
  • Logic area: 667 um^2
  • Share of cells above drive strength 1: ~15%
  • Most frequent cells in the layout: 28 x clkdlybuf4s50_1, 22 x dfrtp_1, 10 x xnor2_1, 8 x nor2_1
  • Final cell count without fillers: 249
  • Register area: 656 um^2
  • Filler instances: slightly below 900
  • Dominant logic cell type in the layout: clkdlybuf4s50_1

Worst hold path
  • Hold Path Class: reg -> reg

Placement
  • Dpl cells: 245
  • PortBufs: 28
  • RD Place Congestion: 0.759
  • Post-detail-place hpwl: around 2100 um

Run
  • Count of tool warnings: 30
  • # Max-Cap Violations: 0

Run status
  • Outcome: completed
layer usage:
layer | global-route usage [%] | up-vias | share of wire, %
met3 | 1.34 | 0 | 4.9
met1 | 5.38 | 405 | 43
met2 | 6.99 | 15 | 52
met4 | 0.0846 | 0 | 0
met5 | 0 | - | 0
li1 | - | 435 | -
power groups by stage:
stage	combinational (mW)	clock [mW]	sequential, mW
finish	0.0506	0.199	0.251
global route	0.0571	0.218	0.252
CTS	0.0523	0.205	0.251
Yosys cell counts, drive strengths merged (2+ instances only):
cell type / number / share of area [%]
inv: 5 / 1.4
xnor2: 10 / 6.3
xor2: 6 / 3.8
nand2: 7 / 1.9
buf: 7 / 3.4
nor3: 2 / 1.9
nand2b: 3 / 1.4
a21oi: 2 / 0.72
mux4: 5 / 8.2
mux2i: 5 / 3.6
ha: 7 / 6.3
nor2: 9 / 2.6
and3: 5 / 2.3
nand3: 7 / 2.9
dfrtp: 22 / 40
dfstp: 4 / 7.6
per-stage QoR:
stage	hold slack, ns	worst slack (ns)	cell area [um^2]
global route	0.501	1.13	1830
finish	0.473	1.29	1830
CTS	0.478	1.27	1830
floorplan	0.438	2.18	1390
global placement	0.457	1.59	1760
detailed placement	0.461	1.58	1760
layout make-up:
class | instances | share of cell area, %
multi-input cells | 80 | 36.4
flip-flops and latches | 26 | 35.8
repair buffers | 29 | 15.7
well taps | 105 | 7.17
clock buffers | 3 | 2.25
clock inverters | 1 | 1.64
inverters | 5 | 1.02
final timing paths:
kind	startpoint	end	slack, ns	cells after the start
min in group asynchronous	rst_n	cnt[15]	0.95	2
worst max register to register	cnt[0]	cnt[14]	2.84	5
max in group asynchronous	rst_n	an[2]	3.06	2
worst max-delay path	hex_in[1]	sseg[0]	1.29	6
worst min register to register	cnt[8]	cnt[8]	0.47	1
worst min-delay path	cnt[8]	cnt[8]	0.47	1
state kept, by name (all words and copies together) (netlist names):
| name | cells |
|---|---|
| cnt | 18 |
| an | 4 |
| hex_in | 4 |
logic make-up (layout without fill, tap and decap cells):
group	count (synthesis)	after routing	share of synthesized area (%)
AOI/OAI and AO/OA	6	6	2.90
and+or+nand+nor	37	37	16.0
DFF	26	26	47.5
xor gates and xnor gates	16	16	10.1
adders and majority gates	7	7	6.34
muxes	10	10	11.8
buffers and inverters	13	38	5.07
other	1	4	0.271
Power is estimated from default activity; no workload was simulated.
